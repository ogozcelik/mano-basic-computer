<file path="flow/design.v">
`timescale 1ns / 1ps
module BasicComputer(IR,TR,DR,AC,PC,AR,clk,timeCount);
input clk;
output reg [15:0] IR;
output reg [15:0] TR;
output reg [15:0] DR;
output reg [15:0] AC;
output reg [11:0] PC;
output reg [11:0] AR;
reg [15:0] MEM [255:0];  
reg I;
reg E;
reg S;  
output reg [3:0] timeCount;  
initial
begin
timeCount <= 0;
IR <= 0;
TR <= 0;
DR <= 0;
AC <= 0;
PC <= 0;
AR <=0;
I<=0;
E<=0;
S <= 1;  
$readmemh("D:/Programs/quartus/codes_verilog/BasicComputer/mem_data.txt", MEM);
end
always @(posedge clk)
begin 
	if (timeCount == 0) begin	
		AR <= PC;
		timeCount <= timeCount + 1; end
	else if (timeCount == 1) begin
		IR <= MEM[AR[7:0]]; 
		PC <= PC + 1;		
		timeCount <= timeCount + 1; end
	else if (timeCount == 2) begin
		AR <= IR[11:0];
		I <= IR[15];
		timeCount <= timeCount +1; end
	else begin
		if (IR[14:12] == 3'b111) begin
			if(I == 0) begin 
				if(AR[11] == 1) begin 
					AC <= 0;
					timeCount <= 0; end
				else if(AR[10] == 1) begin 
					E <= 0;
					timeCount <= 0; end
				else if(AR[9] == 1) begin  
					AC <= ~AC;
					timeCount <= 0; end
				else if(AR[8] == 1) begin 
					E <= ~E;
					timeCount <= 0; end
				else if(AR[7] == 1) begin 
					AC <= (AC >> 1); 
					AC[15] <= E;
					E <= AC[0];
					timeCount <= 0; end
				else if(AR[6] == 1) begin 
					AC <= (AC << 1);
					AC[0] <= E;
					E <= AC[15];
					timeCount <= 0; end
				else if(AR[5] == 1) begin  
					AC <= AC + 1;
					timeCount <= 0; end
				else if(AR[4] == 1) begin  
					if ( AC [15] == 0)
						PC <= PC +1;
					timeCount <= 0;
					end
				else if(AR[3] == 1) begin 
					if ( AC [15] == 1)
						PC <= PC +1;
					timeCount <= 0;
					end
				else if(AR[2] == 1) begin  
					if ( AC == 0)
						PC <= PC +1;
					timeCount <= 0;
					end
				else if(AR[1] == 1) begin  
					if ( E == 0)
						PC <= PC +1;
					timeCount <= 0;
					end
				else begin 
					S <= 0;
					timeCount <= 0; end
			end
		end		
		else begin  
			if(I == 1) begin 
				if (timeCount == 3) begin
					AR <= MEM[AR[7:0]]; 
					timeCount <= timeCount + 1; end
				else begin
					if(IR[14:12] == 3'b000) begin  
						if(timeCount == 4) begin
							DR <= MEM[AR[7:0]]; 
							timeCount <= timeCount + 1; end
						else begin
							AC <= (AC & DR);
							timeCount <= 0; end
					end
					else if(IR[14:12] == 3'b001) begin  
						if(timeCount == 4) begin
							DR <= MEM[AR[7:0]]; 
							timeCount <= timeCount + 1; end
						else begin
							{E,AC} <= AC + DR;
							timeCount <= 0; end
					end
					else if(IR[14:12] == 3'b010) begin  
						if(timeCount == 4) begin
							DR <= MEM[AR[7:0]]; 
							timeCount <= timeCount + 1; end
						else begin
							AC <= DR;
							timeCount <= 0; end
					end		
					else if(IR[14:12] == 3'b011) begin 
						MEM[AR[7:0]] <= AC ; 
						timeCount <= 0;
					end
					else if(IR[14:12] == 3'b100) begin  
						PC <= AR;
						timeCount <= 0;
					end
					else if(IR[14:12] == 3'b101) begin  
						if (timeCount == 4) begin
							MEM[AR[7:0]] <= PC; 
							AR <= AR + 1; end
						else begin
							PC <= AR;
							timeCount <= 0; end
					end		
					else if(IR[14:12] == 3'b110) begin  
						if (timeCount == 4) begin
							DR <= MEM[AR[7:0]]; 
							timeCount <= timeCount +1; end
						else if(timeCount ==5) begin
							DR <= DR +1;
							timeCount <= timeCount +1; end
						else begin
							MEM[AR[7:0]] <= DR; 
								if(DR == 0)
									PC <= PC +1;
							timeCount <= timeCount +1; end
				   end
			   end
			end
			if(I == 0) begin  
				if (timeCount == 3)
					timeCount <= timeCount + 1;  
				else begin
					if(IR[14:12] == 3'b000) begin  
						if(timeCount == 4) begin
							DR <= MEM[AR[7:0]]; 
							timeCount <= timeCount + 1; end
						else begin
							AC <= (AC & DR);
							timeCount <= 0; end
					end
					else if(IR[14:12] == 3'b001) begin 
						if(timeCount == 4) begin
							DR <= MEM[AR[7:0]];
							timeCount <= timeCount + 1; end
						else begin
							{E,AC} <= AC + DR;
							timeCount <= 0; end
					end		
					else if(IR[14:12] == 3'b010) begin 
						if(timeCount == 4) begin
							DR <= MEM[AR[7:0]];
							timeCount <= timeCount + 1; end
						else begin
							AC <= DR;
							timeCount <= 0; end
					end		
					else if(IR[14:12] == 3'b011) begin  
						MEM[AR[7:0]] <= AC ; 
						timeCount <= 0;
					end
					else if(IR[14:12] == 3'b100) begin  
						PC <= AR;
						timeCount <= 0;
					end
					else if(IR[14:12] == 3'b101) begin  
						if (timeCount == 4) begin
							MEM[AR[7:0]] <= PC; 
							AR <= AR + 1; end
						else begin
							PC <= AR;
							timeCount <= 0; end
					end		
					else if(IR[14:12] == 3'b110) begin  
						if (timeCount == 4) begin
							DR <= MEM[AR[7:0]]; 
							timeCount <= timeCount +1; end
						else if(timeCount ==5) begin
							DR <= DR +1;
							timeCount <= timeCount +1; end
						else  begin
							MEM[AR[7:0]] <= DR;
								if(DR == 0)
									PC <= PC +1;
							timeCount <= timeCount +1; end
					end
				end
			end
		end 		
	end 
end
endmodule		
</file>
<file path="flow/run.sh">
#!/bin/bash
# OpenROAD 26Q1-2900-gdf79404cd8, Yosys 0.63+post, stock flow scripts
make -C /OpenROAD-flow-scripts/flow DESIGN_CONFIG=/design/flow/config.mk WORK_HOME=/design/flow/orfs finish
</file>
<file path="flow/config.mk">
export PLATFORM = sky130hd
export DESIGN_NAME = BasicComputer
export DESIGN_NICKNAME = BasicComputer
export VERILOG_FILES = /design/flow/design.v
export SDC_FILE = /design/flow/constraint.sdc
export NUM_CORES = 4
export LEC_CHECK = 1
export CORE_UTILIZATION = 40
export SYNTH_HDL_FRONTEND = slang
</file>
<file path="flow/constraint.sdc">
current_design BasicComputer

set clk_period 72.0
set clk_io_pct 0.2

create_clock -name clk0 -period $clk_period [get_ports {clk}]

set non_clock_inputs [all_inputs -no_clocks]
set_input_delay [expr $clk_period * $clk_io_pct] -clock clk0 $non_clock_inputs
set_output_delay [expr $clk_period * $clk_io_pct] -clock clk0 [all_outputs]
</file>
==> flow report <==
SETUP PATH
-------------------------------------------------------------------------------------
Highest-delay cell along the critical path ............................. sky130_fd_sc_hd__edfxtp_1
Setup slack on the worst flop-to-flop path .............................     64450 ps
Data arrival time of the worst path ....................................      2400 ps
Category of the most critical setup path ...............................      reg2out
Path length in cells of the critical path ..............................            1
Delay of the slowest critical-path stage ...............................       810 ps
Worst R2R Path Depth ...................................................           13
Critical Path RT .......................................................     57600 ps
WP buf/inv .............................................................            1
Nature of the critical path endpoint ...................................  output port
Reg2reg end ............................................................ DR[13]$_DFFE_PP_
Cell class contributing the biggest share of worst-path delay ..........   flip-flops
Critical path launch point ............................................. DR[2]$_DFFE_PP_
Cells along the critical path .......................................... clkdlybuf4s50_1
Kind of start point of the critical path ...............................         flop
Worst-path fanout max ..................................................           11

GLOBAL ROUTE
-------------------------------------------------------------------------------------
Met1 Usage GRT .........................................................        28.8%
Antenna violations before repair .......................................           14
Met3 Usage GRT .........................................................        21.1%
M2 GR Usage ............................................................        37.0%
Global-route wire length before repair .................................    685000 um
Most heavily used metal layer in global routing ........................         met2
Total Routing Usage GR .................................................        26.1%
Vias in the first global route .........................................        90700
Overall overflow remaining after global route ..........................            0
Maximum number of pins on one net before global-route repair ...........          125

LOGIC SYNTHESIS
-------------------------------------------------------------------------------------
Count of unique library cells instantiated by Yosys ....................           83
Share of flip-flops with an asynchronous set or reset ..................           0%
Area share of the leading cell type in the synthesized netlist .........        76.1%
Count of library flops with an enable pin ..............................         4174
Top cell type by total area after synthesis ............................ sky130_fd_sc_hd__edfxtp_1
Area of the synthesized netlist per yosys stat .........................  165000 um^2
Yosys warning total ....................................................            0
Cell count in the Yosys report .........................................         7681
Number of standard cells after synthesis ...............................         7681
Proportion of synthesized chip area in sequential cells ................        76.2%
Cell types with the largest area share after synthesis ................. sky130_fd_sc_hd__edfxtp_1 (76%), sky130_fd_sc_hd__mux4_2 (15%), sky130_fd_sc_hd__nor2_1 (0.95%)
Avg Cell Area, Syn .....................................................    21.5 um^2
Primary FF master, synth ............................................... sky130_fd_sc_hd__edfxtp_1
Cell area after technology mapping .....................................  165000 um^2
Flop and latch count out of synthesis ..................................         4182

FLOW RUN
-------------------------------------------------------------------------------------
Number of maximum-capacitance constraint violations ....................            0
Count of tool warnings .................................................           42

POWER AND IR DROP
-------------------------------------------------------------------------------------
Sequential cell fraction of total power ................................        55.1%
Clock share of power ...................................................        44.9%
Gate power share .......................................................           0%
Power Density .......................................................... 25.3 nW/um^2
Largest voltage drop on the vdd net ....................................    0.0208 mV
Leakage power ..........................................................      67.2 nW
Power Total ............................................................    0.00478 W
Internal power .........................................................    0.00386 W
Reported net switching power ...........................................   0.000920 W
Switching portion of total power .......................................        19.3%

CLOCK TREE
-------------------------------------------------------------------------------------
Number of setup buffers added after CTS ................................            0
Hold buffer count at cts ...............................................            0
CTS tree ...............................................................         done
Clock root buffer ...................................................... sky130_fd_sc_hd__clkbuf_16
Resized Gates After CTS ................................................            0
Sink Count .............................................................         4182
Clock-pin slew of the registers on the worst-case setup and hold paths .        70 ps
Number of buffers between clock root and the deepest sink ..............            4
Clock insertion delay at the later pin of the skew report ..............       990 ps
Number of buffers created by CTS .......................................          418
Level count of the clock H-tree ........................................            5

TIMING
-------------------------------------------------------------------------------------
Slew of the pin with the lowest slew margin ............................      1100 ps
Number of pins with negative max-slew slack in the final report ........            0
Relative slew slack ....................................................        26.8%
Final min period .......................................................     16800 ps
Fin crit share .........................................................        23.3%
Number of hold violations in the final report ..........................            0
Final setup TNS ........................................................         0 ps
Layout Skew ............................................................      56.8 ps
FMAX ...................................................................   0.0595 GHz
Final setup violation count ............................................            0
RSZ-0062 raised after global routing ...................................           no

FLOORPLANNING
-------------------------------------------------------------------------------------
X dimension of the die .................................................       644 um
Total number of placement rows .........................................          235
Die Height .............................................................       644 um
Count of pins on the block boundary ....................................           93
Die Area ...............................................................  415000 um^2
Floorplan utilization ..................................................        40.2%
Core area ..............................................................  410000 um^2

FINAL LAYOUT
-------------------------------------------------------------------------------------
Most common library cell in the layout ignoring fill and taps .......... sky130_fd_sc_hd__edfxtp_1
Combinational gate area ................................................   37300 um^2
Top cells excl fill/tap ................................................ sky130_fd_sc_hd__edfxtp_1 (4174), sky130_fd_sc_hd__mux4_2 (1124), sky130_fd_sc_hd__buf_4 (591)
Proportion of layout cells with a drive suffix above 1 .................        29.2%
Filler cell count ......................................................        33200
Layout Area Growth over Synthesis ......................................        14.5%
Register Area ..........................................................  126000 um^2

RUN STATUS
-------------------------------------------------------------------------------------
Status .................................................................    completed

WORST HOLD PATH
-------------------------------------------------------------------------------------
Worst Min Path Start ................................................... IR[15]$_DFFE_PP_
Worst Hold End .........................................................  I$_DFFE_PP_
Worst hold-check path type .............................................      reg2reg
Count of cells along the worst hold path ...............................            0

PLACE
-------------------------------------------------------------------------------------
Final GP Congestion ....................................................        0.945
Port buffer count ......................................................           76
Placed wire-length estimate after detailed placement ...................    306000 um

ROUTE
-------------------------------------------------------------------------------------
Routed Antenna Nets ....................................................            0
WL per Instance ........................................................      34.4 um
Drt initial violations .................................................         5727
Routed vias ............................................................        83000
Post-detailed-route via-to-cell ratio ..................................         5.88
Drt pass-1 iters .......................................................            5
# DRC ..................................................................            0
Wirelength, routed .....................................................    486000 um

-- synth_stat cells (35+ instances only) --
library cell,instances
sky130_fd_sc_hd__edfxtp_1,4174
sky130_fd_sc_hd__mux4_2,1124
sky130_fd_sc_hd__nor2_1,416
sky130_fd_sc_hd__clkbuf_1,228
sky130_fd_sc_hd__nand2_1,178
sky130_fd_sc_hd__a22oi_1,134
sky130_fd_sc_hd__a21oi_1,127
sky130_fd_sc_hd__o21ai_0,120
sky130_fd_sc_hd__buf_2,119
sky130_fd_sc_hd__mux2i_1,95
sky130_fd_sc_hd__nand3_1,86
sky130_fd_sc_hd__a221oi_1,85
sky130_fd_sc_hd__buf_4,73
sky130_fd_sc_hd__a22o_1,66
sky130_fd_sc_hd__o22ai_1,49
sky130_fd_sc_hd__inv_1,47
sky130_fd_sc_hd__a211oi_1,35
-- flip-flops by register name, summed over array words and instances, names as in the netlist, named ones only --
| name | flops |
|---|---|
| timeCount | 4 |
| PC | 12 |
| MEM | 4096 |
| AR | 12 |
| DR | 16 |
| AC | 16 |
| E | 1 |
| IR | 16 |
| I | 1 |
-- power groups by stage --
stage	combinational, W	sequential (W)	clock, W
final	0.0000000275	0.00264	0.00214
after global routing	0.0000000655	0.00263	0.00227
after CTS	0.0000000362	0.00264	0.00218
-- metrics by stage --
stage               utilization [%]  setup slack [ps]  cells  hold WS [ps]  instance area (um^2)
global placement               42.7             56270  13300           449                175000
finish                         46.0             55200  14100           456                189000
floorplan                         -             57140   7696           400                165000
CTS                            46.0             55130  14100           457                189000
detailed placement             42.7             56210  13300           442                175000
global route                   46.0             55130  14100           464                189000
-- worst max path at each step --
stage            to  slack, ps
CTS           DR[2]      55130
global route  DR[2]      55130
finish        DR[2]      55200
-- final cells by class --
| class | instances | area share, % |
|---|---|---|
| sequential | 4182 | 66.5 |
| multi-input combinational | 2983 | 19.8 |
| clock buffer | 504 | 5.74 |
| tap | 5451 | 3.61 |
| timing repair buffer | 676 | 2.85 |
| clock inverter | 270 | 1.41 |
| inverter | 50 | 0.103 |
| antenna | 10 | 0.0133 |
-- layer usage --
layer,up-vias,share of wire [%]
met5,-,0.31
met4,34,5.8
met3,950,19
met2,6052,46
met1,42100,29
li1,33900,-
-- logic make-up after synthesis --
logic type	after synthesis	share of synthesized area [%]
flip-flops	4182	76.2
multiplexers	1240	16.1
AND/OR/NAND/NOR	869	2.34
AND-OR/OR-AND	801	3.45
buffers and inverters	531	1.59
adder cells (fa/ha/maj)	30	0.232
XOR/XNOR	27	0.143
other	1	0.00228
Power is estimated from default activity; no workload was simulated.
